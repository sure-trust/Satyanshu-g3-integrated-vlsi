### flow/config.mk
export PLATFORM = sky130hd
export DESIGN_NAME = Counters
export DESIGN_NICKNAME = Counters
export VERILOG_FILES = /design/flow/design.v
export SDC_FILE = /design/flow/constraint.sdc
export NUM_CORES = 4
export LEC_CHECK = 1
export CORE_AREA = 10 10 70 70
export DIE_AREA = 0 0 80 80
### flow/constraint.sdc
current_design Counters

set clk_period 1.2
set clk_io_pct 0.2

create_clock -name clk0 -period $clk_period [get_ports {enable}]

set non_clock_inputs [all_inputs -no_clocks]
set_input_delay [expr $clk_period * $clk_io_pct] -clock clk0 $non_clock_inputs
set_output_delay [expr $clk_period * $clk_io_pct] -clock clk0 [all_outputs]
### flow/design.v
`timescale 1ns / 1ps
module Counters(input reset,enable, output reg[3:0]count1, output reg[3:0]count2);
reg clk=0;
 always @(posedge enable)
    #50 clk=~clk;
always@(posedge clk) begin
    if(reset==1 | count1==4'b1111)
        count1=0;
    else
        count1=count1+1;
    end
always@(posedge clk)begin
    if(reset==1 | count2==4'b0000)
        count2=4'b1111;
    else if(count1==4'b1100)
        count2=count2-4'b0001;    
    else
        count2=count2+0;  
       end
endmodule
### flow/run.sh
#!/bin/bash
# OpenROAD 26Q1-2900-gdf79404cd8, Yosys 0.63+post, stock flow scripts
make -C /OpenROAD-flow-scripts/flow DESIGN_CONFIG=/design/flow/config.mk WORK_HOME=/design/flow/orfs finish
==> flow_metrics.env <==
# implementation run metrics
export IMPL_status="finished, final reports clean"
export IMPL_place_ws_ps=584
export IMPL_yosys_cell_types_count=18
export IMPL_die_w_um=80
export IMPL_numSynthFlops=9
export IMPL_fp_utilization_pct=11.6
export IMPL_critPathMaxStageDelay_ps=410
export IMPL_final_seq_area_um2=180
export IMPL_reg2reg_from="clk$_DFF_P_"
export IMPL_core_mm2=0.00342
export IMPL_yosysTopAreaCellShare_pct=45.3
export IMPL_tightest_slew_ps=312
export IMPL_dieHeight_um=80
export IMPL_n_antenna_cell=0
export IMPL_worstSkewPairLatency_ps=0
export IMPL_clock_skew_final_ps=0
export IMPL_grt_usage_pct=2.37
export IMPL_yosysWarnings=1
export IMPL_syn_instance_count=40
export IMPL_cp_buffers_inverters=1
export IMPL_top_cells_by_area="dfxtp_1, ha_1, a311oi_1, inv_1, xnor2_1"
export IMPL_hp_class="flip-flop to flip-flop"
export IMPL_drc_errors=0
export IMPL_crit_chain="inv_1"
export IMPL_clk_pin_slew_ps=0
export IMPL_logic_area_um2=188
export IMPL_rows=21
export IMPL_crit_arrival_ps=480
export IMPL_slew_viol_final=0
export IMPL_r2r_worst_path_cells=1
export IMPL_max_cap_violations=0
export IMPL_crit_path_start_kind="flip-flop"
export IMPL_drive_above_1_share_pct=4.17
export IMPL_holdPathStages=1
export IMPL_rsz0062_at_grt="no"
export IMPL_drt_iter0_drc=15
export IMPL_cts_setup_buffers=0
export IMPL_period_used_pct=49.9
export IMPL_holdWs_ps=450
export IMPL_totalWireLength_um=797
export IMPL_dpl_cell_count=94
export IMPL_crit_path_end_kind="flip-flop"
export IMPL_required_ps=1080
export IMPL_syn_avg_cell_area_um2=9.95
export IMPL_gp_congestion=0.691
export IMPL_yosys_stat_seqShare_pct=45.3
export IMPL_nFillCells=404
export IMPL_synth_area_um2=398
export IMPL_drt_pre_antenna_iters=4
export IMPL_critPathLaunch="clk$_DFF_P_"
export IMPL_ios=10
export IMPL_unclocked_regs=8
export IMPL_syn_to_final_growth_pct=35.2
export IMPL_via_per_inst=3.33
export IMPL_final_cells=94
export IMPL_die_area_mm2=0.00640
export IMPL_fin_crit_ps=599
export IMPL_ctsHoldBuffers=0
export IMPL_antenna_found_initial=0
export IMPL_path_max_fanout=9
export IMPL_wire_per_inst_um=8.48
export IMPL_pwr_density_cell_mw_per_mm2=81.0
export IMPL_grt_pass1_wl_um=1310
export IMPL_ctsResizeCount=0
export IMPL_fmax_ghz=1.67
export IMPL_setup_slack_ps=601
export IMPL_finalSetupViolations=0
export IMPL_slowest_stage="dfxtp_1"
export IMPL_grt_start_max_net_pins=10
export IMPL_untimed_endpoints=16
export IMPL_warning_count=29
export IMPL_slew_headroom_pct=79.2
export IMPL_grt_pass1_vias=263
export IMPL_hold_start="clk$_DFF_P_"
export IMPL_grt_overflow=0
export IMPL_hold_viol_final=0
export IMPL_synth_top_cell_by_area="dfxtp_1"
export IMPL_yosys_cells=40
export IMPL_dp_hpwl_um=673
export IMPL_io_buffers=9
export IMPL_antenna_left=0
export IMPL_crit_type="flip-flop to flip-flop"
export IMPL_cp_num_cells=1
export IMPL_leakagePower_nw=0.207
export IMPL_yosysChipArea_um2=398
export IMPL_peakVddDrop_mv=0.131
export IMPL_vias=313
export IMPL_cp_top_family="flip-flops"
export IMPL_setup_tns_ps=0
-- state kept, by name (all words and copies together), names as in the netlist --
signal / cells
clk: 1
count1: 4
count2: 4
-- synth_stat cells --
cell type  instances
nor2_1             2
a21oi_1            2
xnor2_1            2
o41ai_2            1
a211o_1            1
nand2b_1           1
nand3_2            1
ha_1               3
nand2_1            2
a21o_1             1
nand3_1            1
o211ai_1           2
inv_1              6
a31oi_1            1
dfxtp_1            9
buf_4              1
a311oi_1           3
nand4_1            1
-- metrics by stage --
| stage | util, % | power [mW] | area, um2 |
|---|---|---|---|
| 2_1_floorplan | - | 0.0371 | 398 |
| 3_3_place_gp | 15.8 | 0.0433 | 538 |
| 3_5_place_dp | 15.8 | 0.0435 | 538 |
| 4_1_cts | 15.8 | 0.0435 | 538 |
| 5_1_grt | 15.8 | 0.0447 | 538 |
| 6_report | 15.8 | 0.0436 | 538 |
-- layer usage --
layer / up-vias / share of wire [%] / GRT usage, % / wire, um
met5: - / 0 / 0 / 0
met4: 0 / 0 / 0 / 0
met3: 0 / 16 / 1.25 / 128
met2: 10 / 34 / 2.97 / 270
met1: 144 / 50 / 3.62 / 398
li1: 159 / - / - / -
-- cell type report --
type / count / share of cell area (%)
inverters: 6 / 4.19
well taps: 46 / 10.7
multi-input cells: 24 / 34.9
repair buffers: 9 / 16.7
flip-flops and latches: 9 / 33.5
-- final timing paths --
check,to,slack [ps]
setup / recovery,clk$_DFF_P_,600
hold / removal,clk$_DFF_P_,450
setup reg to reg,clk$_DFF_P_,600
hold reg to reg,clk$_DFF_P_,450
-- cell families after synthesis --
family,count (synthesis),synth area share [%]
xor+xnor,2,4.40
flops,9,45.3
buf+inv,7,7.55
compound gates,11,22.6
simple gates,8,10.7
fa+ha+maj,3,9.43
-- power breakdown --
group / switching (mW) / internal [mW] / total (mW)
clock network: 0 / 0 / 0
registers: 0 / 0.0342 / 0.0342
logic: 0.00496 / 0.00441 / 0.00937
total: 0.00496 / 0.0386 / 0.0436
-- cells in the final DEF (no fill, tap or decap), types with 2 or more instances in the layout --
| master | count |
|---|---|
| nor2_1 | 2 |
| o211ai_1 | 2 |
| dfxtp_1 | 9 |
| clkdlybuf4s50_1 | 9 |
| xnor2_1 | 2 |
| nand2_1 | 2 |
| a311oi_1 | 3 |
| ha_1 | 3 |
| inv_1 | 6 |
| a21oi_1 | 2 |
Power and IR drop assume default switching activity.
