File: ./run.sh
#!/bin/bash
# OpenROAD 26Q1-2900-gdf79404cd8, Yosys 0.63+post, stock flow scripts
make -C /OpenROAD-flow-scripts/flow DESIGN_CONFIG=/design/flow/config.mk WORK_HOME=/design/flow/orfs finish
File: ./config.mk
export PLATFORM = sky130hd
export DESIGN_NAME = multiplier
export DESIGN_NICKNAME = multiplier
export VERILOG_FILES = /design/flow/design.v
export SDC_FILE = /design/flow/constraint.sdc
export NUM_CORES = 4
export LEC_CHECK = 1
export CORE_AREA = 10 10 70 70
export DIE_AREA = 0 0 80 80
File: ./constraint.sdc
current_design multiplier

set clk_period 2.1
set clk_io_pct 0.2

create_clock -name clk0 -period $clk_period

set non_clock_inputs [all_inputs -no_clocks]
set_input_delay [expr $clk_period * $clk_io_pct] -clock clk0 $non_clock_inputs
set_output_delay [expr $clk_period * $clk_io_pct] -clock clk0 [all_outputs]
File: ./design.v
`timescale 1ns / 1ps
module fulladder(input[2:0]a,input [2:0]b,
                   output  [2:0]sum, output cout);
 wire cin=0;                
  assign {cout, sum}= a+b+cin;
endmodule
module multiplier(input [2:0]A, input [2:0]B, output [5:0]out);
assign out[0]= A[0] & B[0];   
wire[2:0]addr1A;
wire[2:0]addr1B;
wire[2:0]addr1out;  
wire addr1cout;    
assign addr1A[0]= A[0] & B[1];
assign addr1A[1]= A[1] & B[1];
assign addr1A[2]= A[2] & B[1];
assign addr1B[0]= A[1] & B[0];
assign addr1B[1]= A[2] & B[0];
assign addr1B[2]=0;
fulladder d0(.a(addr1A), .b(addr1B), .sum(addr1out), .cout(addr1cout));
assign out[1]=addr1out[0];   
wire[2:0]addr2A;
wire[2:0]addr2B;
wire [2:0]addr2out;
wire addr2cout;
assign addr2A[0]= A[0] & B[2];
assign addr2A[1]= A[1] & B[2];
assign addr2A[2]= A[2] & B[2];
assign addr2B[0]= addr1out[1];
assign addr2B[1]= addr1out[2];
assign addr2B[2]=addr1cout;
fulladder d1(.a(addr2A), .b(addr2B), .sum(addr2out), .cout(addr2cout));
assign out[2]=addr2out[0];
assign out[3]=addr2out[1];
assign out[4]=addr2out[2];
assign out[5]=addr2cout;
endmodule
==> reports/metrics.json <==
{
  "result_of_the_run": {"value": "finished with violations"},
  "failed_checks": {"value": "setup timing"},
  "finish.cell_count_without_fillers": {"value": 100},
  "worst_ir_drop_on_vdd": {"value": 0.0804, "unit": "mV"},
  "final-max-slew-violation-count": {"value": 0},
  "sum_of_buffers_and_inverters_on_the_critical_path": {"value": 4},
  "synthSimpleGateAreaFrac": {"value": 31.1, "unit": "%"},
  "ys_area": {"value": 229, "unit": "um2"},
  "timing.hold.worst.class": {"value": "input pin to output port"},
  "remaining_drc_errors": {"value": 0},
  "compound_area_share": {"value": 4.37, "unit": "%"},
  "power-per-cell-area": {"value": 183, "unit": "mW/mm2"},
  "m1WireLength": {"value": 411, "unit": "um"},
  "drive_above_1_share": {"value": 64.8, "unit": "%"},
  "yosys_cells": {"value": 28},
  "topCombFamilyByArea": {"value": "adder cells"},
  "count_of_warning_messages_emitted_by_the_tools": {"value": 35},
  "vias": {"value": 268},
  "globalplace.congestion": {"value": 0.728},
  "clock_period_minus_final_worst_setup_slack": {"value": 2640, "unit": "ps"},
  "syn_avg_cell_area": {"value": 8.18, "unit": "um2"},
  "die_area": {"value": 0.00640, "unit": "mm2"},
  "total_congestion_overflow": {"value": 0},
  "netlist_top_cells_area": {"value": "sky130_fd_sc_hd__ha_1, sky130_fd_sc_hd__fa_1, sky130_fd_sc_hd__and2_1"},
  "routed_wl": {"value": 754, "unit": "um"},
  "report.final.setup_viol": {"value": 4},
  "syn_area": {"value": 229, "unit": "um2"},
  "combinationalPowerShare": {"value": 100.0, "unit": "%"},
  "layout_top_cells_excl_fill_tap": {"value": "sky130_fd_sc_hd__buf_4, sky130_fd_sc_hd__and2_1, sky130_fd_sc_hd__and2_4, sky130_fd_sc_hd__buf_6"},
  "timing.critical_path.required": {"value": 1680, "unit": "ps"},
  "tns": {"value": -1500, "unit": "ps"},
  "timing_hold_violations_final": {"value": 0},
  "area_share_of_fa_ha_maj_cells_after_synthesis": {"value": 44.8, "unit": "%"},
  "final_critical_path_setup_slack": {"value": -538, "unit": "ps"},
  "route.met2.wl": {"value": 280, "unit": "um"},
  "cpMaxStageDelayCell": {"value": "sky130_fd_sc_hd__fa_2"},
  "io-pin-count": {"value": 12},
  "max-slew-margin-rel": {"value": 85.1, "unit": "%"},
  "psw": {"value": 0.0349, "unit": "mW"},
  "dieHeight": {"value": 80, "unit": "um"},
  "topRoutingLayerUsed": {"value": "met3"},
  "netlist_instances": {"value": 28},
  "clock_power_share": {"value": 0, "unit": "%"},
  "grt_setup_unrepaired": {"value": "yes"},
  "flop_area": {"value": 0, "unit": "um2"},
  "cp_data_arrival_time": {"value": 2220, "unit": "ps"},
  "xor_xnor_portion_of_the_synthesized_cell_area": {"value": 11.5, "unit": "%"},
  "fin_hold_ws": {"value": 1380, "unit": "ps"},
  "drt_pass1_iterations": {"value": 3},
  "met3WireLength": {"value": 62, "unit": "um"},
  "cellInternalPower": {"value": 0.0689, "unit": "mW"},
  "fin_crit_sh": {"value": 126, "unit": "%"},
  "synth_cell_types": {"value": 13},
  "number_of_global_route_vias_before_repair": {"value": 305},
  "worst-setup-path-type": {"value": "input pin to output port"},
  "placed_area": {"value": 485, "unit": "um2"},
  "worstSetupStartpointType": {"value": "input pin"},
  "flop-count": {"value": 0},
  "core_util_floorplan": {"value": 6.70, "unit": "%"},
  "port_buffers": {"value": 12},
  "power.static_leakage": {"value": 0.259, "unit": "nW"},
  "layout.cell_area.non_filler": {"value": 568, "unit": "um2"},
  "detail-route-antenna-nets": {"value": 0},
  "synthDominantCellAreaShare": {"value": 27.3, "unit": "%"},
  "layout.core_utilization": {"value": 16.6, "unit": "%"},
  "area_growth": {"value": 148, "unit": "%"},
  "worst_path_largest_cell_delay": {"value": 590, "unit": "ps"},
  "worst_slew_pin_slew": {"value": 223, "unit": "ps"},
  "ys_seq_share": {"value": 0, "unit": "%"},
  "post_drt_via_cell_ratio": {"value": 2.68},
  "core_region_area": {"value": 0.00342, "unit": "mm2"},
  "route.antenna.diode_count": {"value": 0},
  "mux_area_share": {"value": 0, "unit": "%"},
  "clock_buffers": {"value": 0},
  "grt_antenna_before_repair": {"value": 0},
  "drtIter0Drc": {"value": 2},
  "path_delay_family": {"value": "adder cells"},
  "track_usage": {"value": 2.38, "unit": "%"},
  "largest_net_degree_at_the_start_of_global_routing": {"value": 4},
  "place_hpwl": {"value": 630, "unit": "um"},
  "critical_path.endpoint_type": {"value": "output port"},
  "pwr-share-seq": {"value": 0, "unit": "%"},
  "post-place-cells": {"value": 94},
  "synth_warnings": {"value": 0},
  "max-cap-violations": {"value": 0},
  "crit_chain": {"value": "buf_6 -> and2_4 -> ha_4 -> fa_2 -> ha_4 -> inv_2 -> fa_2 -> inv_1 -> buf_2"},
  "layout_top_cell": {"value": "sky130_fd_sc_hd__buf_4"},
  "fp-row-count": {"value": 21},
  "netSwitchingFraction": {"value": 33.6, "unit": "%"},
  "synth_top_cell_by_area": {"value": "sky130_fd_sc_hd__ha_1"},
  "grt_first_pass_wirelength": {"value": 1280, "unit": "um"},
  "drt-wirelength-per-cell": {"value": 7.54, "unit": "um"},
  "clock.fmax": {"value": 0.379, "unit": "GHz"},
  "die_width": {"value": 80, "unit": "um"},
  "critPathMaxFanout": {"value": 2}
}
-- stage by stage --
| step | power [mW] | worst slack (ps) |
|---|---|---|
| 2_1_floorplan | 0.0296 | -232 |
| 3_3_place_gp | 0.0889 | -1260 |
| 3_5_place_dp | 0.0901 | -1300 |
| 4_1_cts | 0.0928 | -535 |
| 5_1_grt | 0.115 | -587 |
| 6_report | 0.104 | -538 |
-- power groups by stage --
stage         logic (mW)  clock network (mW)  registers [mW]
CTS               0.0928                   0               0
global route       0.115                   0               0
finish             0.104                   0               0
-- area by class of cell --
cell class / instances / area (um2)
Tap cell: 46 / 57.6
Timing Repair Buffer: 27 / 231
Fill cell: 400 / 2850
Multi-Input combinational cell: 24 / 268
Inverter: 3 / 11.3
-- kinds of logic after synthesis --
group	after synthesis
AND/OR/NAND/NOR	12
AND-OR/OR-AND	2
XOR/XNOR	3
adder cells (fa/ha/maj)	7
buffers and inverters	4
-- layer usage --
layer / vias to the layer above / global-route usage [%]
met1: 116 / 3.57
met4: 0 / 0
li1: 141 / -
met5: - / 0
met2: 11 / 3.53
met3: 0 / 0.568
-- path summary, 6_finish.rpt --
kind | startpoint | end | slack (ps) | cells past startpoint
worst max-delay path | A[0] | out[3] | -540 | 9
worst min-delay path | A[0] | out[2] | 1380 | 5
-- cells in the mapped netlist --
cell	n
sky130_fd_sc_hd__xnor2_1	2
sky130_fd_sc_hd__nand3_1	1
sky130_fd_sc_hd__and2_2	2
sky130_fd_sc_hd__nor2_1	1
sky130_fd_sc_hd__inv_1	3
sky130_fd_sc_hd__nand2_2	1
sky130_fd_sc_hd__buf_4	1
sky130_fd_sc_hd__nand2_1	1
sky130_fd_sc_hd__ha_1	5
sky130_fd_sc_hd__fa_1	2
sky130_fd_sc_hd__and2_1	6
sky130_fd_sc_hd__a21oi_1	2
sky130_fd_sc_hd__xor2_1	1
-- repair_timing --
item | in CTS | in global routing
hold buffers | 0 | 0
setup endpoints to repair | 5 | 4
pin swaps | 11 | 6
buffers inserted | 3 | 3
resized | 38 | 4
endpoints found under the hold margin | 0 | 0
No activity file was given, so power comes from the tool's default toggle rates.
